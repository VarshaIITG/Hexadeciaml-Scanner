### flow/run.sh
#!/bin/bash
# OpenROAD 26Q1-2900-gdf79404cd8, Yosys 0.63+post, stock flow scripts
make -C /OpenROAD-flow-scripts/flow DESIGN_CONFIG=/design/flow/config.mk WORK_HOME=/design/flow/orfs finish
### flow/config.mk
export PLATFORM = sky130hd
export DESIGN_NAME = Hex_Keypad
export DESIGN_NICKNAME = Hex_Keypad
export VERILOG_FILES = /design/flow/design.v
export SDC_FILE = /design/flow/constraint.sdc
export NUM_CORES = 4
export LEC_CHECK = 1
export CORE_AREA = 10 10 71 71
export DIE_AREA = 0 0 81 81
### flow/constraint.sdc
current_design Hex_Keypad

set clk_period 2.7
set clk_io_pct 0.2

create_clock -name clk0 -period $clk_period [get_ports {clock}]

set non_clock_inputs [all_inputs -no_clocks]
set_input_delay [expr $clk_period * $clk_io_pct] -clock clk0 $non_clock_inputs
set_output_delay [expr $clk_period * $clk_io_pct] -clock clk0 [all_outputs]
### flow/design.v
module Hex_Keypad(
    input [3:0] Row,
    input S_Row,
    input clock,
    input reset,
    output reg [3:0] Code,
    output Valid,
    output reg [3:0] Col
    );
    reg [5: 0] state, next_state;
    parameter S_0 = 6'b000001, S_1 = 6'b000010, S_2 = 6'b000100;
    parameter S_3 = 6'b001000, S_4 = 6'b010000, S_5 = 6'b100000;
    assign Valid = ((state == S_1) || (state == S_2) || (state == S_3) || (state == S_4)) && Row;
    always @ (Row or Col)
    case ({Row, Col})
        8'b0001_0001: Code = 0; 
        8'b0001_0010: Code = 1;
        8'b0001_0100: Code = 2; 
        8'b0001_1000: Code = 3;
        8'b0010_0001: Code = 4; 
        8'b0010_0010: Code = 5;
        8'b0010_0100: Code = 6;
        8'b0010_1000: Code = 7;
        8'b0100_0001: Code = 8;
        8'b0100_0010: Code = 9;
        8'b0100_0100: Code = 10;         
        8'b0100_1000: Code = 11;         
        8'b1000_0001: Code = 12;         
        8'b1000_0010: Code = 13;         
        8'b1000_0100: Code = 14;         
        8'b1000_1000: Code = 15;         
        default: Code = 0;                      
    endcase
    always @(posedge clock or posedge reset)
    if (reset) state <= S_0;
    else state <= next_state;
    always@ (state or S_Row or Row)                  
    begin next_state = state; Col = 0;
    case (state)
        S_0: begin Col = 15; if (S_Row) next_state =S_1; end
        S_1: begin Col = 1; if (Row) next_state = S_5; else next_state = S_2; end
        S_2: begin Col = 2; if (Row) next_state = S_5; else next_state = S_3; end
        S_3: begin Col = 4; if (Row) next_state = S_5; else next_state= S_4; end
        S_4: begin Col = 8; if (Row) next_state = S_5; else next_state = S_0; end
        S_5: begin Col = 15; if (Row ==0) next_state = S_0; end
    endcase
    end
endmodule
module Row_Sig(                                                 
    input [15:0] Key,
    input [3:0] Col,
    output reg [3:0] Row
    );
    always @(Key or Col) begin                                   
    Row[0] =  Key[0] && Col[0] || Key[1] && Col[1] || Key[2] && Col[2] || Key[3] && Col[3];
    Row[1] =  Key[4] && Col[0] || Key[5] && Col[1] || Key[6] && Col[2] || Key[7] && Col[3];
    Row[2] =  Key[8] && Col[0] || Key[9] && Col[1] || Key[10] && Col[2] || Key[11] && Col[3];
    Row[3] =  Key[12] && Col[0] || Key[13] && Col[1] || Key[14] && Col[2] || Key[15] && Col[3];
    end
endmodule
module Synch(
    input [3:0] Row,
    input clock,
    input reset,
    output reg S_Row
    );
    reg A_Row;
    always @ (negedge clock or posedge reset)
    begin
    if (reset) 
    begin 
    A_Row <= 0;
    S_Row <= 0;
    end
    else 
    begin 
    A_Row <= (Row[0] || Row[1] || Row[2] || Row[3]);
    S_Row <= A_Row;
    end 
    end
endmodule
==> impl_metrics.yaml <==
# physical design summary
status:
  outcome: "finished clean"
setup_path:
  slowest_stage: "sky130_fd_sc_hd__clkdlybuf4s50_1"
  critical_path_class: "in -> out"
  crit_buf_inv: 3
  crit_path_start_kind: "primary input"
  worst_path_largest_cell_delay_ps: 510
  crit_cells: 6
  critical_path.most_common_cell: "sky130_fd_sc_hd__clkdlybuf4s50_1"
  critical_path_rt_ps: 2160
  path_max_fanout: 3
  reg2regPathDepth: 3
  cell_by_cell_listing_of_the_critical_path: "clkdlybuf4s50_1 > buf_4 > nor2_2 > nand2_1 > nor4_2 > clkdlybuf4s50_1"
  worstSetupEndpointType: "primary output"
  path_delay_family: "buffers and inverters"
  crit_arrival_ps: 2070
logic_synthesis:
  synthDistinctLibCells: 18
  synthFlopType: "sky130_fd_sc_hd__dfrtp_1"
  synthArstFlopShare_pct: 100
  yosys-top-cells-count: "5 x sky130_fd_sc_hd__dfrtp_1, 4 x sky130_fd_sc_hd__and2_1, 4 x sky130_fd_sc_hd__nor2_1, 4 x sky130_fd_sc_hd__nor4b_1, 4 x sky130_fd_sc_hd__or3_1"
  syn_area_per_cell_um2: 8.98
  netlist_instances: 45
  yosys_warnings: 1
  yosysMostFrequentCell: "sky130_fd_sc_hd__dfrtp_1"
  netlist_top_cells_area: "sky130_fd_sc_hd__dfrtp_1 31%, sky130_fd_sc_hd__nor4b_1 8.7%, sky130_fd_sc_hd__dfstp_2 6.5%"
  ys_ff: 6
  enable_flop_cells: 0
  yosysCellCount: 45
  largest_area_cell: "sky130_fd_sc_hd__dfrtp_1"
  synth_sequential_area_ratio_pct: 37.5
  yosysChipArea_um2: 404
  synthesis.area_um2: 404
  synth_largest_type_area_fraction_pct: 31.0
clocking:
  cts_num_sinks: 6
  clock_tree_from_tritoncts: "done"
  cts.reportedPaths.clkPinSlew_ps: 30
  htree_num_levels: 1
  cts_hold_buf: 0
  maximum_number_of_buffers_from_clock_root_to_sink: 2
  root_buffer_selected_by_cts: "sky130_fd_sc_hd__clkbuf_8"
  clk-insertion-delay-late_ps: 220
  numCtsBuffers: 3
layout:
  fin_util_pct: 19.7
  register_bank_with_the_most_flops: "state"
  largest_register_ffs: 6
  final_layout_size_suffix_gt1_share_pct: 22.7
  reg_top3: "state: 6 flops"
  syn_to_final_growth_pct: 76.8
place:
  port_buffers: 15
  post-dp-hpwl_um: 885
  place_congestion: 0.792
global_routing:
  groute.usage.overall_pct: 3.25
  grt-ovfl-total: 0
  grt_start_max_net_pins: 9
  grt_pass1_wl_um: 1750
  first_global_vias: 384
  grt_antenna_before_repair: 0
final_timing:
  timing.final.max_slew_violations: 0
  worst_slew_margin_rel_pct: 73.0
  fin_hold_ws_ps: 527
  finalSetupViolCount: 0
  worst-slew-pin-transition_ps: 403
  fin_skew_ps: 5.47
  final_hold_viol_count: 0
  timing.fmax_mhz: 383
  fin_crit_sh_pct: 96.7
  min_period_ps: 2610
min_path:
  holdCritPathClass: "reg -> reg"
  hold_depth: 2
route:
  detail_route.antenna_diodes: 0
  detailroute.via_count: 420
  firstDrtPassIters: 4
  drtIter0Drc: 17
  wirelength_um: 1220
  routed_wl_per_cell_um: 10.7
  drcViolationCount: 0
  drt-vias-per-instance: 3.68
  drt.antenna.violating_nets: 0
power_and_ir_drop:
  power_total_uw: 323
  power_density_nw_per_um2: 452
  ir_worst_vdd_mv: 0.123
  p_leak_uw: 0.000297
job:
  drv_cap: 0
  log.warning_count: 26
floorplanning:
  core_area_um2: 3630
  floorplan.die_area_um2: 6560
  die-height_um: 81
  design.portCount: 16
  std_cell_rows: 22
  die_w_um: 81
  starting_density_pct: 11.1
## power by group
group	total [uW]	internal, uW	switching, uW	leakage, uW
logic	77.1	50.0	27.1	0.000197
clock network	140	102	38.4	0.0000228
registers	106	96.2	9.60	0.0000777
## tightest hold or removal path, delay by kind of cell (launching register included)
| family | cells | cell delay (ps) |
|---|---|---|
| buf+inv | 1 | 50 |
| flops | 1 | 390 |
| compound gates | 1 | 70 |
## through the flow
stage / instances / setup TNS (ps) / setup WS, ps / area, um^2
3_3_place_gp: 110 / -124 / -44.7 / 637
3_5_place_dp: 110 / -240 / -87.2 / 637
4_1_cts: 114 / -20.0 / -20.0 / 694
5_1_grt: 114 / -10.8 / -10.8 / 714
6_report: 114 / 0 / 89.6 / 714
2_1_floorplan: 45 / 0 / 1040 / 404
## cells in the final DEF, fill, tap and decap left out, types with 3 or more instances in the layout
| cell | n |
|---|---|
| sky130_fd_sc_hd__or3_1 | 4 |
| sky130_fd_sc_hd__dlygate4sd2_1 | 4 |
| sky130_fd_sc_hd__clkbuf_8 | 3 |
| sky130_fd_sc_hd__nor2_1 | 3 |
| sky130_fd_sc_hd__xnor2_1 | 3 |
| sky130_fd_sc_hd__dfrtp_1 | 5 |
| sky130_fd_sc_hd__clkdlybuf4s50_1 | 10 |
| sky130_fd_sc_hd__buf_4 | 5 |
| sky130_fd_sc_hd__and2_1 | 4 |
## metal layers
metal  vias up  track usage (%)  wire, um
met5         -                0         0
met4         0             1.38        34
met3         2            0.557        50
met2        13             5.41       624
met1       202             4.06       508
li1        203                -         -
## final timing paths
kind / start / end / slack, ps
max: Row[1] / Code[3] / 90
min: state[0]$_DFF_PP1_ / state[0]$_DFF_PP1_ / 530
max reg2reg: state[2]$_DFF_PP0_ / state[1]$_DFF_PP0_ / 1390
min reg2reg: state[0]$_DFF_PP1_ / state[0]$_DFF_PP1_ / 530
max in group asynchronous: reset / state[0]$_DFF_PP1_ / 1910
min in group asynchronous: reset / state[2]$_DFF_PP0_ / 540
## logic make-up (layout without fill, tap and decap cells)
| kind of cell | Yosys count | after routing | share of synthesized area (%) |
|---|---|---|---|
| and+or+nand+nor | 25 | 25 | 39.9 |
| DFF | 6 | 6 | 37.5 |
| xor gates and xnor gates | 5 | 5 | 10.8 |
| buffers and inverters | 5 | 26 | 5.57 |
| AOI/OAI and AO/OA | 4 | 4 | 6.19 |
## repair_timing
item,4_1_cts,5_1_grt
setup buffers,0,0
resized,7,4
pin swaps,0,2
endpoints found under the setup margin,3,2
## cell type report
class	count	area [um^2]
Fill cell	392	2920
Multi-Input combinational cell	34	265
Timing Repair Buffer	20	185
Sequential cell	6	151
Tap cell	48	60.1
Clock buffer	4	45.0
Inverter	2	7.51
Power figures rest on the tool's default switching activity, not on a simulated workload.
